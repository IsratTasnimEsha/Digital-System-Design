## ./design.v

```verilog
module register (in, Q, Q_bar, clk, rst, en);
    input [3:0] in;      
    input rst;  
	input en;
	input clk;
    output [3:0] Q;      
    output [3:0] Q_bar;  
    reg [3:0] temp;    
    always @(posedge clk)	 
		if (!en) begin
            temp = 4'bzzzz;
		end
        else if (rst) begin
            temp = 4'b0000;  
        end
		else begin
            temp = in;      
        end
    assign Q = temp;
    assign Q_bar = ~temp;	
endmodule
```

## ./run.sh

```bash
#!/bin/bash
# OpenROAD 26Q1-2900-gdf79404cd8, Yosys 0.63+post, stock flow scripts
make -C /OpenROAD-flow-scripts/flow DESIGN_CONFIG=/design/flow/config.mk WORK_HOME=/design/flow/orfs finish
```

## ./config.mk

```make
export PLATFORM = sky130hd
export DESIGN_NAME = register
export DESIGN_NICKNAME = register
export VERILOG_FILES = /design/flow/design.v
export SDC_FILE = /design/flow/constraint.sdc
export NUM_CORES = 4
export LEC_CHECK = 1
export CORE_AREA = 10 10 70 70
export DIE_AREA = 0 0 80 80
```

## ./constraint.sdc

```tcl
current_design register

set clk_period 1.0
set clk_io_pct 0.2

create_clock -name clk0 -period $clk_period [get_ports {clk}]

set non_clock_inputs [all_inputs -no_clocks]
set_input_delay [expr $clk_period * $clk_io_pct] -clock clk0 $non_clock_inputs
set_output_delay [expr $clk_period * $clk_io_pct] -clock clk0 [all_outputs]
```

==> impl_metrics.env <==
# source this file to load flow results
export IMPL_via_per_inst=1.61
export IMPL_drv_cap=0
export IMPL_top_area_share_pct=66.7
export IMPL_cts_max_level=1
export IMPL_period_needed_ns=0.947
export IMPL_critPathLaunchType="flop"
export IMPL_slew_headroom_pct=91.4
export IMPL_syn_avg_cell_area_um2=10.0
export IMPL_die_area_mm2=0.00640
export IMPL_p_total_uw=423
export IMPL_clkSinkCount=4
export IMPL_seq_area_um2=85.1
export IMPL_antenna_found_initial=0
export IMPL_io_pins=15
export IMPL_wl_um=485
export IMPL_rows=21
export IMPL_final_max_slew_viol_count=0
export IMPL_hold_path_class="primary input to flop"
export IMPL_arrival_ns=0.75
export IMPL_hold_violations=0
export IMPL_ys_cells=12
export IMPL_drc=0
export IMPL_power_density_mw_per_mm2=1320
export IMPL_timing_setup_critical_path_class="flop to primary output"
export IMPL_wl_per_cell_um=6.55
export IMPL_worst_pin_slew_ns=0.129
export IMPL_status="complete, no violations"
export IMPL_ant_nets=0
export IMPL_leakage_uw=0.000122
export IMPL_finalSetupViolCount=0
export IMPL_grt_max_degree=5
export IMPL_rsz0062_at_grt="no"
export IMPL_gp_congestion=0.731
export IMPL_logic_area_um2=25.0
export IMPL_first_pass_iters=2
export IMPL_cts_tree="built"
export IMPL_io_buffers=13
export IMPL_post_cts_setup_buffers=0
export IMPL_ctsHoldBuffers=0
export IMPL_largest_area_cell="dfxtp_1"
export IMPL_clkTransAtPathRegs_ns=0.04
export IMPL_warnings=26
export IMPL_synthFlopType="dfxtp_1"
export IMPL_edf_count=0
export IMPL_synthCells=12
export IMPL_grt_overflow=0
export IMPL_yosysChipArea_um2=120
export IMPL_core_area_mm2=0.00342
export IMPL_ctsRootBufferMaster="clkbuf_4"
export IMPL_netlist_top_cells_count="dfxtp_1, inv_1, nor2b_1"
export IMPL_antennaDiodeCount=0
export IMPL_nFillCells=408
export IMPL_whs_endpoint="temp[1]"
export IMPL_vias=119
export IMPL_synth_cell_type_count=3
export IMPL_layout_drive_gt1_share_pct=39.3
export IMPL_drtIter0Drc=3
export IMPL_fin_crit_sh_pct=94.7
export IMPL_synth_async_sr_flop_share_pct=0
export IMPL_max_freq_mhz=1060
export IMPL_ys_seq_elements=4
export IMPL_grtUsageTotal_pct=1.60
export IMPL_cp_required_ns=0.80
export IMPL_synth_area_um2=120
export IMPL_yosys_warnings=2
export IMPL_largest_reg_flops=4
export IMPL_hp_start="in[1]"
export IMPL_clock_path_buffers=2
export IMPL_dieHeight_um=80
export IMPL_initCoreUtil_pct=3.52
export IMPL_vdd_drop_max_v=0.000237
export IMPL_numCtsBuffers=3
export IMPL_cp_end_kind="primary output"
export IMPL_min_path_cells=2
export IMPL_postSynthSeqShare_pct=66.7
export IMPL_area_growth_pct=167
export IMPL_first_global_vias=143
export IMPL_fin_hold_ws_ns=0.515
export IMPL_die_w_um=80
export IMPL_synth_area_top_cells="dfxtp_1, nor2b_1, inv_1"
export IMPL_grt_pass1_wl_um=710
export IMPL_cp_max_fo=2
## placed cells by master (no fill, tap or decap)
cell             n
clkbuf_2         3
clkbuf_4         3
clkdlybuf4s15_1  5
clkdlybuf4s50_1  5
dfxtp_2          4
inv_1            3
inv_2            1
nor2b_1          4
## per-layer routing
metal  routed length, µm  share of wire, %  global-route usage [%]  vias to the layer above
met5                   0                 0                       0                        -
met4                   0                 0                   0.352                        0
met3                 184                38                    3.41                        0
met2                  48               9.9                   0.722                       16
met1                 252                52                    1.86                       38
li1                    -                 -                       -                       65
## layout make-up
class                   count  area share (%)
well taps                  46            18.0
inverters                   4            4.69
flip-flops and latches      4            26.6
clock buffers               3            7.03
repair buffers             13            35.9
multi-input cells           4            7.81
## cells by family after synthesis
logic type    Yosys count  synth area share, %
buf+inv                 4                 12.5
simple gates            4                 20.8
flops                   4                 66.7
## stage by stage
| step | utilization [%] | instance area, µm² | worst slack [ns] | std cells | setup TNS, ns |
|---|---|---|---|---|---|
| after floorplan | - | 120 | 0.500 | 12 | 0 |
| after global placement | 9.01 | 308 | -0.00105 | 71 | -0.00252 |
| after detailed placement | 9.01 | 308 | -0.0145 | 71 | -0.0510 |
| after CTS | 9.71 | 332 | 0.00147 | 74 | 0 |
| after global routing | 9.38 | 320 | 0.000637 | 74 | 0 |
| final | 9.38 | 320 | 0.0533 | 74 | 0 |
## report_power, final
part | internal (µW) | switching [µW] | leakage, µW
Clock | 134 | 64.5 | 0.0000138
Sequential | 171 | 5.58 | 0.0000344
Combinational | 37.7 | 9.77 | 0.0000735
Total | 343 | 79.9 | 0.000122
## worst max path at each step
stage         cells after the start    start  endpoint
global route                      2  temp[3]  Q_bar[3]
finish                            2  temp[3]  Q_bar[3]
CTS                               1  temp[1]      Q[1]
## critical path: stages, from the launching register on
cell and delay, ns:
dfxtp_2 0.32, inv_1 0.03, clkdlybuf4s15_1 0.16
## repair_timing
| action | in CTS | in global routing |
|---|---|---|
| gates resized | 18 | 6 |
| gates cloned | 0 | 0 |
| endpoints found under the setup margin | 8 | 5 |
No activity file was given, so power comes from the tool's default toggle rates.

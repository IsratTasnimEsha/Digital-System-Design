`/design/flow/design.v`:
```
module comb_full_adder(a, b, s0, s1, cin, s, cout);
	input a, b, s1, s0, cin;
	output s, cout;	
	wire a, b, s1, s0, cin, s, cout, p1, p2, p3, q1, q2, q3, q4, p;
	assign p1 = ~s1;
	assign p2 = p1 & s0; 
	assign p3 = p2 & b;
	assign q1 = ~s0;
	assign q2 = q1 & s1; 
	assign q3 = ~b; 
	assign q4 = q2 & q3; 
	assign p = p3 | q4;
	full_adder f1(a, p, cin, s, cout);
endmodule
module full_adder (a, b, cin, s, cout);
	input a, b, cin;
	output s, cout;
	wire a, b, cin, s, cout, s1, c1, c2;
	half_adder h1(a, b, s1, c1);	
	half_adder h2(s1, cin, s, c2);	  
	assign cout = c2 | c1;	 
endmodule
module half_adder (a, b, s, c);
	input a, b;
	output s, c;
	wire a, b, s, c;
	assign s = a ^ b;
	assign c = a & b;
endmodule
module parallel_adder (a, b, s0, s1, cin, s, cout);	 
	input [3:0] a;
	input [3:0] b; 
	input s0;
	input s1;
	input cin;
	output [3:0] s;
	output cout;
	wire c1, c2, c3;  
	comb_full_adder cf0(a[0], b[0], s0, s1, cin, s[0], c1);
	comb_full_adder cf1(a[1], b[1], s0, s1, c1, s[1], c2);
	comb_full_adder cf2(a[2], b[2], s0, s1, c2, s[2], c3);
	comb_full_adder cf3(a[3], b[3], s0, s1, c3, s[3], cout);
endmodule				   
```
`/design/flow/run.sh`:
```
#!/bin/bash
# OpenROAD 26Q1-2900-gdf79404cd8, Yosys 0.63+post, stock flow scripts
make -C /OpenROAD-flow-scripts/flow DESIGN_CONFIG=/design/flow/config.mk WORK_HOME=/design/flow/orfs finish
```
`/design/flow/config.mk`:
```
export PLATFORM = sky130hd
export DESIGN_NAME = parallel_adder
export DESIGN_NICKNAME = parallel_adder
export VERILOG_FILES = /design/flow/design.v
export SDC_FILE = /design/flow/constraint.sdc
export NUM_CORES = 4
export LEC_CHECK = 1
export CORE_AREA = 10 10 70 70
export DIE_AREA = 0 0 80 80
```
`/design/flow/constraint.sdc`:
```
current_design parallel_adder

set clk_period 4.4
set clk_io_pct 0.2

create_clock -name clk0 -period $clk_period

set non_clock_inputs [all_inputs -no_clocks]
set_input_delay [expr $clk_period * $clk_io_pct] -clock clk0 $non_clock_inputs
set_output_delay [expr $clk_period * $clk_io_pct] -clock clk0 [all_outputs]
```
==> flow_summary.yaml <==
# synthesis and place-and-route metrics
placed_design:
  io_buffer_count: 16
  place.gp.congestion: 0.8139
  dpl.hpwl_um: 594.2
  postPlaceCellArea_sq_um: 417.9
  dp_cells: 86
  place_ws_ns: -0.1960
cells_and_area:
  synthToLayoutAreaGrowth_pct: 103.6
  seq_cells: 0
  lay_top_count: "clkdlybuf4s50_1"
  n_clock_buffer: 0
  final_cell_mix: "clkdlybuf4s50_1 (13), inv_1 (7), nor2_1 (3), a22oi_1 (3), buf_4 (3)"
  drive_gt1_share_pct: 20.00
  utilization_pct: 12.38
  regArea_sq_um: 0
  fin_area_sq_um: 422.9
  final_cells: 86
cts:
  cts_setup_buffers: 0
  cts_resized: 5
  hold_buffers: 0
synthesis:
  syn_inst: 25
  synth_area_sq_um: 207.7
  ys_area_sq_um: 207.7
  synth.avg_cell_area_sq_um: 8.308
  ys_seq_share_pct: 0
  yosysCellCount: 25
  ys_types: 8
  ys_warn_count: 0
global_routing:
  grt_pass1_vias: 228
  antenna_found_initial: 0
  grt_pass1_wl_mm: 1.014
  grt_max_degree: 4
  overflow: 0
  grt_usage_pct: 1.950
worst_setup_path:
  arrival_ns: 3.26
  crit_buf_inv: 3
  critPathCaptureType: "output port"
  crit_family: "adder cells"
  required_ns: 3.52
  crit_slowest_cell: "clkdlybuf4s50_1"
  crit_type: "in -> out"
  startpoint_type: "input pin"
  crit_fanout: 2
  cp_cell_sequence: "clkdlybuf4s50_1 > nor2_1 > a22oi_1 > fa_2 > fa_2 > fa_1 > inv_2 > fa_1 > clkdlybuf4s50_1"
  cpPeakStageDelay_ns: 0.46
timing:
  max_slew_margin_pct: 83.50
  max_freq_ghz: 0.2416
  hold_viol: 0
  final.min_clock_period_ns: 4.139
  rsz0062_at_grt: "false"
  maxSlewViolCount: 0
  finalClockPeriodUsage_pct: 94.06
  setup_viol: 0
  worst_slack_ns: 0.2612
  worstMarginPinSlew_ns: 0.2475
min_path:
  hold_end: "s[3]"
  worstHoldPathType: "in -> out"
  holdPathStages: 3
  min_from: "a[3]"
detailed_routing:
  wl_um: 643
  vias_per_cell: 2.267
  antenna_cells: 0
  antenna_left: 0
  post_drt_wl_per_cell_um: 7.477
  drc: 0
  drt_first_iter_violations: 8
  via_count: 195
  drtPass1Iterations: 2
job:
  maxCapViolCount: 0
  warnings: 32
power_and_ir_drop:
  combinationalPowerShare_pct: 100.0
  seq_power_share_pct: 0
  clock_power_share_pct: 0
  ir_drop_uv: 20.70
  finalPower_mw: 0.04397
  switching_share_pct: 31.60
  p_switching_mw: 0.01390
  power.internal_mw: 0.03008
  p_leak_nw: 0.1889
  power_density_nw_per_um2: 104.0
die:
  row_count: 21
  core-area_sq_um: 3416
  die-area_sq_um: 6400
  floorplan.core_util_pct: 6.081
  die_y_um: 80
  fp.dieW_um: 80
  io_pins: 16
run_status:
  outcome: "finished, final reports clean"
[per-layer routing]
layer	global-route usage, %	wire length (um)
met2	2.488	171
met1	2.813	326
met5	0	0
met3	1.250	144
met4	0	0
[per-stage QoR]
| step | TNS, ns | hold slack [ns] |
|---|---|---|
| after global placement | -0.2123 | 2.821 |
| after CTS | 0 | 2.863 |
| final | 0 | 2.502 |
| after detailed placement | -0.1960 | 2.817 |
| after global routing | 0 | 2.545 |
| after floorplan | 0 | 1.874 |
[cell families after synthesis]
kind of cell               Yosys count  share of synthesized area (%)
AOI/OAI and AO/OA                    4                          14.46
adders and majority gates            4                          38.56
buffers and inverters               12                          28.92
and+or+nand+nor                      5                          18.07
[power by group through the flow]
stage                 combinational (mW)  clock (mW)  sequential, mW
final                             0.0440           0               0
after CTS                         0.0458           0               0
after global routing              0.0497           0               0
[final cells by class]
class	count	area, sq um
timing repair buffer	19	182.7
fill	399	2993
inverter	8	30.03
multi-input combinational	13	152.6
tap	46	57.56
[cell usage after synthesis]
library cell | count | area share (%)
a21o_1 | 1 | 3.6
a22oi_1 | 3 | 11
buf_4 | 4 | 14
fa_1 | 4 | 39
inv_1 | 8 | 14
nor2_1 | 3 | 5.4
nor2b_4 | 1 | 6.6
nor3b_2 | 1 | 6.0
[how the worst max path moves through the flow]
stage         start    to  slack, ns  cells past startpoint
global route   b[0]  cout       0.14                      9
CTS            b[0]  s[3]       0.03                      9
finish         b[0]  cout       0.26                      9
